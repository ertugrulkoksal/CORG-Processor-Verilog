--- /design/flow/run.sh ---
#!/bin/bash
# OpenROAD 26Q1-2900-gdf79404cd8, Yosys 0.63+post, stock flow scripts
make -C /OpenROAD-flow-scripts/flow DESIGN_CONFIG=/design/flow/config.mk WORK_HOME=/design/flow/orfs finish
--- /design/flow/config.mk ---
export PLATFORM = sky130hd
export DESIGN_NAME = ALU
export DESIGN_NICKNAME = ALU
export VERILOG_FILES = /design/flow/design.v
export SDC_FILE = /design/flow/constraint.sdc
export NUM_CORES = 4
export LEC_CHECK = 1
export CORE_UTILIZATION = 50
--- /design/flow/constraint.sdc ---
current_design ALU

set clk_period 8.6
set clk_io_pct 0.2

create_clock -name clk0 -period $clk_period

set non_clock_inputs [all_inputs -no_clocks]
set_input_delay [expr $clk_period * $clk_io_pct] -clock clk0 $non_clock_inputs
set_output_delay [expr $clk_period * $clk_io_pct] -clock clk0 [all_outputs]
--- /design/flow/design.v ---
`timescale 1ns / 1ps
module ALU
 (    
      input [2:0] operation,      
      input signed [15:0] a,      
      input signed [15:0] b,      
      output reg[15:0] result,    
      output zero  
 );  
	 reg multiplier_sign, multiplicand_sign;
	 reg signed [7:0] multiplier, multiplicand, product_upper, product_lower;
	 reg signed [15:0] multiplier_temp, multiplicand_temp, product;
	 integer i; 
	 always @(operation, a, b)  
	 case(operation)   
		 3'b000: result = a + b;  
		 3'b001: result = b - a;  
		 3'b010: result = a & b;  
		 3'b011: result = a | b;  
		 3'b111: begin 
						if (b<a) result = 16'd1;   
						else result = 16'd0;  
					end 
		 3'b101: result = a << b;  
		 3'b110: result = a >> b;  
		 default: result = 16'b0;
	 endcase  
	 assign zero = (result==16'd0) ? 1'b1: 1'b0;  
 endmodule
==> flow_summary.json <==
{
  "die_h_um": 90.23,
  "crit_fanout": 17,
  "die_area_sq_mm": 0.008141,
  "syn_to_final_growth_pct": 13.31,
  "postCtsHoldBufs": 0,
  "gr-total-overflow": 0,
  "synth.cell_area_sq_mm": 0.003892,
  "status": "completed",
  "grt_max_degree": 49,
  "hpwlAfterDp_um": 10790,
  "crit_path_start_kind": "input port",
  "post_cts_buffers": 0,
  "required_ns": 6.88,
  "diodes": 0,
  "hold_viol": 0,
  "logic_family": "AND-OR/OR-AND gates",
  "seq_area_sq_um": 0,
  "fin_crit_sh_pct": 91.48,
  "syn_inst": 542,
  "xor_share_pct": 0.6750,
  "critPathKind": "in2out",
  "cap_viol_max_count": 0,
  "peakVddDrop_mv": 0.02920,
  "viasPerCell": 6.690,
  "ys_warn_count": 1,
  "top_area_cell": "ha_1",
  "yosys_area_sq_mm": 0.003892,
  "warnings": 66,
  "simple_gate_area_share_pct": 23.69,
  "drc": 0,
  "first_global_vias": 4111,
  "rsz0062_at_grt": "false",
  "synthDistinctLibCells": 68,
  "core_region_area_sq_mm": 0.007370,
  "grt_use_total_pct": 34.10,
  "portBuffers": 52,
  "fill_cells": 694,
  "grt_pass1_wl_um": 21650,
  "adder_share_pct": 16.78,
  "p_leak_nw": 1.872,
  "ys_cells": 542,
  "tns_ns": 0,
  "top_cells_by_area": "ha_1 16%, mux4_2 10%, mux2i_1 7.2%, o21ai_0 5.3%, inv_1 4.5%",
  "finalCriticalPeriod_ns": 7.868,
  "top_area_share_pct": 15.75,
  "initCoreUtil_pct": 52.82,
  "ff_count": 0,
  "maxSlewViolCount": 0,
  "ys_sh_mux_pct": 19.35,
  "setup_violations": 0,
  "fmax_mhz": 127.1,
  "post_cts_resized": 0,
  "die_w_um": 90.23,
  "via_count": 4449,
  "hp-class": "in2out",
  "first_iter_violations": 432,
  "common_cells": "49 x ha_1, 47 x inv_1, 45 x nand2_1",
  "ys_sh_aoi_pct": 30.60,
  "synthMostInstantiatedCell": "ha_1",
  "ys_seq_share_pct": 0,
  "synth_area_per_cell_sq_um": 7.182,
  "drive_above_1_share_pct": 7.951,
  "power_density_mw_per_mm2": 56.96,
  "row_count": 31,
  "wl_per_cell_um": 20.09,
  "drt_wl_total_um": 13360,
  "slew_headroom_pct": 39.29,
  "ant_nets": 0,
  "gp_congestion": 1.054,
  "clkbuf_count": 0,
  "utilization_pct": 59.85,
  "end_kind": "primary output",
  "tightest_slew_ns": 0.8993,
  "arrival_ns": 6.15,
  "ios": 52,
  "drt_pre_antenna_iters": 5,
  "antenna_found_initial": 0
}
## cell usage in the layout, fill, tap and decap left out, types with 5 or more instances in the layout
| master | instances |
|---|---|
| clkdlybuf4s50_1 | 51 |
| ha_1 | 49 |
| inv_1 | 47 |
| nand2_1 | 45 |
| o21ai_0 | 41 |
| nor2_1 | 34 |
| a21oi_1 | 34 |
| mux2i_1 | 28 |
| mux4_2 | 18 |
| a211oi_1 | 14 |
| o211ai_1 | 13 |
| nand3_1 | 11 |
| nor3_1 | 10 |
| nand4_1 | 10 |
| or3_1 | 9 |
| nand2b_1 | 9 |
| a31oi_1 | 9 |
| nor2b_1 | 7 |
| a21o_1 | 7 |
| and3_1 | 7 |
| or2_2 | 7 |
| mux2_2 | 6 |
| a22oi_1 | 5 |
| o311ai_0 | 5 |
| o21bai_1 | 5 |
| buf_4 | 5 |
## cells by family (layout without fill, tap and decap cells)
logic type | after synthesis | in the layout
buffers and inverters | 83 | 107
AOI/OAI and AO/OA | 177 | 177
muxes | 52 | 52
adders and majority gates | 51 | 51
and+or+nand+nor | 176 | 176
xor gates and xnor gates | 3 | 3
## stage by stage
stage	setup slack (ns)	cells	area [sq um]	total power, mW	hold WS (ns)
2_1_floorplan	2.160	542	3892	0.1597	3.641
3_3_place_gp	0.9684	665	4410	0.2459	4.641
3_5_place_dp	0.9131	665	4410	0.2455	4.621
4_1_cts	0.9019	665	4410	0.2470	4.621
5_1_grt	0.3508	665	4410	0.2750	4.769
6_report	0.7324	665	4410	0.2512	4.639
## metal layers
layer / track usage [%] / wire (um) / vias to the layer above
met5: 0 / 0 / -
met4: 8.199 / 423 / 0
met3: 6.959 / 1334 / 30
met2: 51.34 / 5778 / 252
met1: 50.74 / 5825 / 2066
li1: - / - / 2101
## power by group
part,internal (mW),total (mW),switching (mW),leakage (nW)
clock,0,0,0,0
sequential,0,0,0,0
combinational,0.112,0.251,0.140,1.87
total,0.112,0.251,0.140,1.87
## worst paths after layout
kind	from	end	slack [ns]	depth (start not counted)
hold / removal	b[0]	result[3]	4.64	7
setup / recovery	b[3]	zero	0.73	12
## worst max-delay path: stages
cell and delay [ns]:
clkdlybuf4s50_1 0.83, clkinv_1 0.35, ha_1 0.51, inv_1 0.12, o311ai_0 0.30, a211oi_1 0.71, nor3_1 0.11, or3_1 0.33
a31o_2 0.24, nor4_1 0.16, nor4b_2 0.25, clkdlybuf4s50_1 0.50
## area by class of cell
cell class | instances | area (sq um) | share of cell area, %
multi-input combinational | 459 | 3546 | 80.40
tap | 99 | 123.9 | 2.809
timing repair buffer | 57 | 553.0 | 12.54
inverter | 50 | 187.7 | 4.255
Power figures rest on the tool's default switching activity, not on a simulated workload.
